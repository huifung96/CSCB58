## /design/flow/design.v

```verilog
module project
    (
    CLOCK_50,
    KEY, SW, HEX0, HEX6, HEX7, LEDR, LEDG, HEX4, HEX5,
    VGA_CLK,     
    VGA_HS,      
    VGA_VS,      
    VGA_BLANK_N,     
    VGA_SYNC_N,  
    VGA_R,       
    VGA_G,       
    VGA_B        
    );
    input CLOCK_50;
    input [17:0] SW;  
    input [3:0] KEY;  
    output [17:0] LEDR;
    output [6:0] HEX0, HEX6, HEX7, HEX4, HEX5;
    output [7:0] LEDG;
    output    VGA_CLK;               
    output    VGA_HS;                
    output    VGA_VS;                
    output    VGA_BLANK_N;           
    output    VGA_SYNC_N;            
    output    [9:0]    VGA_R;            
    output    [9:0]    VGA_G;            
    output    [9:0]    VGA_B;            
    wire resetn;
    assign resetn = KEY[0];
    wire [2:0] colour;
    wire [7:0] x;
    wire [6:0] y;
    wire writeEn;
    vga_adapter VGA(
            .resetn(resetn),
            .clock(CLOCK_50),
            .colour(colour),
            .x(x),
            .y(y),
            .plot(writeEn),
            .VGA_R(VGA_R),
            .VGA_G(VGA_G),
            .VGA_B(VGA_B),
            .VGA_HS(VGA_HS),
            .VGA_VS(VGA_VS),
            .VGA_BLANK(VGA_BLANK_N),
            .VGA_SYNC(VGA_SYNC_N),
            .VGA_CLK(VGA_CLK));
        defparam VGA.RESOLUTION = "160x120";
        defparam VGA.MONOCHROME = "FALSE";
        defparam VGA.BITS_PER_COLOUR_CHANNEL = 1;
        defparam VGA.BACKGROUND_IMAGE = "black.mif";
    wire [24:0] load_val;
    wire [2:0] switch;  
    mux8to1 m0(.SWITCH(switch), .OUT(load_val));
    wire enable_sig;
    ratedivider r0(.clock(CLOCK_50), .load_val(load_val), .enable(enable_sig));
    wire [143:0] alt_col;
    assign alt_col = 144'b100010001010100100001100100001010001100010100001100001010100001100010010100010001010100001010001100100100001001100001010100010001100010100001010;
    control c0(
        .clock(CLOCK_50), .reset(resetn), 
        .x_coord(x), .y_coord(y), .colour(colour),
        .draw(writeEn), .HEX0(HEX0), 
        .enable(enable_sig), .alt_col(alt_col), .switch(switch), .start(SW[17]),
        .lives(output_lives), .lives2(output_lives2), .second_player(second_player)
        );
    wire second_player;
    assign second_player = SW[16];
    wire [6:0] score;
    wire [3:0] num_lives;
	 assign num_lives = 4'd8;
    wire [3:0] output_lives;
    datapath d0(.num_lives(num_lives), .clock(enable_sig), .keys(SW[2:0]),
        .x(x), .y(y), .colour(colour), .score(score), .output_lives(output_lives),
        .second_player(1'b1));
    score_display s0(.IN(score), .OUT1(HEX5), .OUT0(HEX4));
    display_lives dl0(.LIVES(output_lives), .LED(LEDG[7:0]));
    wire [3:0] num_lives2;
	 assign num_lives2 = 4'd8;
    wire [6:0] score2;
    wire [3:0] output_lives2;
    datapath d1(.num_lives(num_lives2), .clock(enable_sig), .keys(SW[10:8]),
	     .x(x), .y(y), .colour(colour), .score(score2),
        .output_lives(output_lives2), .second_player(second_player));
    display_lives dl1(.LIVES(output_lives2), .LED(LEDR[17:10]));
    score_display s1(.IN(score2), .OUT1(HEX7), .OUT0(HEX6));
endmodule
module control(clock, reset, enable, x_coord, y_coord, colour, draw, alt_col, switch,
    start, lives, lives2, second_player, HEX0);
    input clock;
    input reset;
    input enable;
    input start;
    input [143:0] alt_col;
	 input [3:0] lives;
    input [3:0] lives2;
    input second_player;
	 output [6:0] HEX0;
    output reg [7:0] x_coord;
    output reg [6:0] y_coord;
    output reg [2:0] colour;  
    output reg draw;
    output reg [2:0] switch;
    reg [3:0] current_state, next_state; 
    localparam  Load = 4'd0, Vertical = 4'd1, RESET_VAL = 4'd2, DRAW_PIXEL = 4'd3, FINISH = 4'd4, END = 4'd5,
        RESET_Y = 4'd6, START = 4'd7;
    reg [7:0] x_dot;
    reg [6:0] y_dot;
    reg drawn;
    reg reseted_y;
    reg finished;
    reg transition1;
    reg transition2;
    reg loaded;
    hex_display h0(.IN(current_state), .OUT(HEX0[6:0]));
    always@(posedge clock)
    begin: state_table 
        case (current_state)
            Load:
                begin
                    if (loaded == 1'b1)
                        next_state = Vertical;
                    else
                        next_state = Load;
                end
            Vertical:
                begin
                    if (x_coord >= 8'b10001000)  
                        next_state = RESET_VAL;
                    else if (y_coord >= 7'b1111000)  
                        next_state = RESET_Y;  
                    else 
                        next_state = Vertical;
                end
            RESET_Y:
                begin
                    if (transition1 == 1'b1)  
                        next_state = Vertical;  
                    else
                        next_state = RESET_Y;  
                end
            RESET_VAL: 
                begin 
                    if (reseted_y == 1'b1)
                        next_state = START;
                    else
                        next_state = RESET_VAL;
                end
            START:
                begin
                    if (start == 1'b1)
                        next_state = DRAW_PIXEL;
                    else
                        next_state = START;
                end
            DRAW_PIXEL: 
                begin
                    if (second_player && (lives >= 4'b1000 || lives2 >= 4'b1000))  
                        next_state = END;
						  else if (lives >= 4'b1000)  
                        next_state = END;
                    else if (x_coord >= 8'b10100000)  
                       next_state = FINISH;
                    else
                       next_state = DRAW_PIXEL;  
                end
            FINISH:
                begin
                    if (y_coord >= 7'b1100000)
                        next_state = END;  
                    else if (finished == 1'b1)
                        next_state = DRAW_PIXEL;  
                    else
                        next_state = FINISH;
                end
            END: next_state = END;  
            default: next_state = END;
        endcase
    end  
    wire [2:0] color_shift;
    assign colour_shift = 3'b001;  
    wire [7:0] start_x;
    assign start_x = 8'b00001010;
    reg [143:0] game_col;
    always @(posedge clock)
        begin: enable_signals
            case (current_state) 
                Load:
                    begin
						      x_coord <= 8'b00001111;  
						      colour <= 3'b110;
						      game_col <= alt_col;
						      draw <= 1'b1;
						     transition1 <= 1'b1;
						  if (start == 1'b1)
                        loaded <= 1'b1;
                    end
                Vertical:
                     begin
                        y_coord <= y_coord + 7'b0000001;
                        draw <= 1'b1;
                        transition1 <= 1'b0;
                    end
                RESET_Y:
                    begin
                        x_coord <= x_coord + 8'b00001010;  
                        y_coord <= 7'b0;
						      draw <= 1'b0;
                        transition1 <= 1'b1;
                    end
                RESET_VAL:  
                    begin
                        x_coord <= 8'b0;
                        y_coord <= 7'b0000110;
                        colour <= 3'b100;
                        reseted_y <= 1'b1;
                    end
                DRAW_PIXEL:
                    begin
                        if (enable == 1'b1)
                            begin
                                draw <= 1'b1;
                                if ((x_coord - 15) % 30 == 0)  
                                    begin  
                                        colour <= game_col[143:141];
                                        game_col <= game_col << 3;
                                    end
                                x_coord <= x_coord + 8'b00000001;  
                            end
								finished <= 1'b0;
                    end
                FINISH:
                    begin
                        switch <= switch + 1;
                        y_coord <= y_coord + 7'b0000110;  
                        x_coord <= 8'b0;  
                        draw <= 1'b0;
                        finished <= 1'b1;
                    end
            endcase
        end  
    always@(posedge clock)
        begin: state_FFs
            if(~reset)
                current_state <= END;  
            else
                current_state <= next_state;  
        end  
endmodule
module hex_display(IN, OUT);
    input [3:0] IN;
    output reg [6:0] OUT;
    always @(*)
        begin
            case(IN[3:0])
                4'b0000: OUT = 7'b1000000;
                4'b0001: OUT = 7'b1111001;
                4'b0010: OUT = 7'b0100100;
                4'b0011: OUT = 7'b0110000;
                4'b0100: OUT = 7'b0011001;
                4'b0101: OUT = 7'b0010010;
                4'b0110: OUT = 7'b0000010;
                4'b0111: OUT = 7'b1111000;
                4'b1000: OUT = 7'b0000000;
                4'b1001: OUT = 7'b0011000;
                4'b1010: OUT = 7'b0001000;
                4'b1011: OUT = 7'b0000011;
                4'b1100: OUT = 7'b1000110;
                4'b1101: OUT = 7'b0100001;
                4'b1110: OUT = 7'b0000110;
                4'b1111: OUT = 7'b0001110;
                default: OUT = 7'b0111111;
            endcase
        end
endmodule
module mux8to1(SWITCH, OUT, HEX);
    input [2:0] SWITCH;
    output reg [24:0] OUT;
    output [6:0] HEX;
    always @(*)
    begin
        case (SWITCH[2:0])	
				3'b111: OUT = 25'b0000100000000101100111111;
				3'b100: OUT = 25'b0000111000101111000000000;
            3'b001: OUT = 25'b0001000110101111000000000; 			
            3'b110: OUT = 25'b0001100000100000000000000;
            3'b011: OUT = 25'b0001100000001111000001111; 
            3'b000: OUT = 25'b0010000000000000000000000; 
        endcase
    end 
    hex_display h0(.IN(4'b0000 + SWITCH[2:0]), .OUT(HEX[6:0]));
endmodule
module ratedivider(clock, load_val, enable);
    input clock;
    input [24:0] load_val;
    output reg enable;
    reg [24:0] counter;
    always @(posedge clock)
        begin
            if (counter == load_val)
                begin
                    enable <= 1'b1;
                    counter <= 25'b0000000000000000000000000;
                end 
            else
                begin
                    counter <= counter + 25'b0000000000000000000000001;
                    enable <= 1'b0;
                end
        end
endmodule
module score_display(IN, OUT1, OUT0);
    input [6:0] IN;  
    output [6:0] OUT1;
    output [6:0] OUT0;
    reg [3:0] first_digit;
    reg [4:0] second_digit;
    always @(*)
        begin
            second_digit = IN % 5'b01010;
            if (IN <= 5'b01001)
                first_digit <= 4'b0000;
            else if (IN <= 7'b0010011)
                first_digit <= 4'b0001;
            else if (IN <= 7'b0011101)
                first_digit <= 4'b0010;
            else if (IN <= 7'b0100111)
                first_digit <= 4'b0011;
            else if (IN <= 7'b0110001)
                first_digit <= 4'b0100;
            else if (IN <= 7'b0111011)
                first_digit <= 4'b0101;
            else if (IN <= 7'b1000101)
                first_digit <= 4'b0110;
            else if (IN <= 7'b1001111)
                first_digit <= 4'b0111;
            else if (IN <= 7'b1011001)
                first_digit <= 4'b1000;
            else if (IN <= 7'b1100011)
                first_digit <= 4'b1001;
        end
    hex_display h1(first_digit, OUT1);
    hex_display h0(second_digit [3:0], OUT0);
endmodule
module datapath(num_lives, clock, keys, x, y, colour, score, output_lives, second_player);
    input clock;  
    input [2:0] keys;
    input [7:0] x;
    input [6:0] y;
    input [2:0] colour;
	 input [3:0] num_lives;
    input second_player;
    output reg [6:0] score;
	output reg [3:0] output_lives;
    always @(posedge clock)
        begin	 
            if (((x - 4'd15) % 5'd30) == 0)  
                begin
                    if (~keys == 3'b000)   
                        begin
                            output_lives <= output_lives + 4'b0001;  
                        if (score != 5'b00000)
								    score <= score - 5'b00001;
						      end
                    else if (~keys == colour)  
                        score <= score + 5'b00010;
                    else  
                        begin
							       if (score >= 5'b00010)
                                score <= score - 5'b00010;  
							       else if (score == 5'b00001)
								        score <= score - 5'b00001;
                            output_lives <= output_lives + 4'b0001;
                        end
					     if (output_lives == 4'd9)
						      output_lives <= 4'd8;
                end
            if (second_player == 1'b0)
                begin
                    score <= 7'b0000000;
                    output_lives <= 4'd9;
                end
        end
endmodule
module display_lives (LIVES, LED);
    input [3:0] LIVES;
    output reg [7:0] LED;
    always @(*)
    begin
        case (LIVES[3:0])
            4'b1010: LED = 8'b11111111; 
            4'b1001: LED = 8'b11111111; 
            4'b1000: LED = 8'b11111111; 
            4'b0111: LED = 8'b11111110;  
            4'b0110: LED = 8'b11111100; 
            4'b0101: LED = 8'b11111000;  
            4'b0100: LED = 8'b11110000;  
            4'b0011: LED = 8'b11100000; 
            4'b0010: LED = 8'b11000000; 
            4'b0001: LED = 8'b10000000; 
            4'b0000: LED = 8'b00000000; 
            default: LED = 8'b11111111;
        endcase
        LED = ~LED;
    end 
endmodule
```

## /design/flow/run.sh

```bash
#!/bin/bash
# OpenROAD 26Q1-2900-gdf79404cd8, Yosys 0.63+post, stock flow scripts
make -C /OpenROAD-flow-scripts/flow DESIGN_CONFIG=/design/flow/config.mk WORK_HOME=/design/flow/orfs finish
```

## /design/flow/config.mk

```make
export PLATFORM = sky130hd
export DESIGN_NAME = datapath
export DESIGN_NICKNAME = datapath
export VERILOG_FILES = /design/flow/design.v
export SDC_FILE = /design/flow/constraint.sdc
export NUM_CORES = 4
export LEC_CHECK = 1
export CORE_AREA = 10 10 99 99
export DIE_AREA = 0 0 109 109
```

## /design/flow/constraint.sdc

```tcl
current_design datapath

set clk_period 7.0
set clk_io_pct 0.2

create_clock -name clk0 -period $clk_period [get_ports {clock}]

set non_clock_inputs [all_inputs -no_clocks]
set_input_delay [expr $clk_period * $clk_io_pct] -clock clk0 $non_clock_inputs
set_output_delay [expr $clk_period * $clk_io_pct] -clock clk0 [all_outputs]
```

==> impl_metrics.py <==
# Auto-generated metrics
metrics = {
    "status": {
        "status": "finished, final reports clean",
    },
    "synth": {
        "top_area_cell": "dfxtp_1",
        "ys_top_logic_family": "AND-OR/OR-AND gates",
        "async_flop_share_pct": 0,
        "yosys_cells": 256,
        "ys.flop_type": "dfxtp_1",
        "mux_share_pct": 3.09,
        "synthSimpleGateAreaFrac_pct": 29.6,
        "aoi_share_pct": 34.6,
        "yosys_warnings": 1,
        "synthTopCellsByArea": "dfxtp_1, ha_1, nand2_1",
        "ys_ff": 11,
        "ys_sh_xor_pct": 6.24,
        "adder_share_pct": 5.79,
        "syn_avg_cell_area_um2": 7.60,
        "top_cell_area_share_pct": 11.3,
        "syn_inst": 256,
        "synth_cell_types": 78,
        "edf_count": 0,
        "yosys_area_mm2": 0.00195,
        "netlist_area_mm2": 0.00195,
        "ys_seq_share_pct": 11.3,
    },
    "critical_path": {
        "critPathCaptureType": "flop",
        "crit_chain": "clkdlybuf4s50_1, ha_1, and3_1, mux2i_1, a211oi_4, a31oi_1, or2_4, nand3_1, o21ai_0, ha_1, xnor2_1, xnor2_1, a31oi_1, or3_1, a21oi_1",
        "r2r_slack_ns": 4.41,
        "slowest_delay_ns": 0.77,
        "worstSetupPathType": "in2reg",
        "worstPathArrival_ns": 5.40,
        "cp_slowest_cell": "clkdlybuf4s50_1",
        "path_max_fanout": 12,
        "crit_family": "simple AND/OR/NAND/NOR gates",
        "cp-start-kind": "input pin",
        "required_ns": 7.16,
        "path_buffers": 1,
    },
    "placement": {
        "port_buffers": 26,
        "place_inst": 369,
        "gp_congestion": 0.872,
        "placed_cell_area_mm2": 0.00221,
        "hpwl_mm": 3.65,
    },
    "routing": {
        "drc": 0,
        "drt_wl_total_mm": 4.75,
        "ant_nets": 0,
        "routed_via_density": 5.29,
        "insertedDiodeCount": 0,
        "routedWlPerCell_um": 12.7,
        "num_vias": 1975,
        "first_pass_iters": 4,
        "drt-initial-drc-count": 97,
    },
    "timing": {
        "setup_violations": 0,
        "hold_viol": 0,
        "relSlewSlack_pct": 40.7,
        "fin_tns_setup_ns": 0,
        "fmax_ghz": 0.191,
        "period_minus_slack_ns": 5.23,
        "slew_viol_final": 0,
        "final.setup_skew_ns": 0.000980,
        "worst_pin_slew_ns": 0.883,
        "finalClockPeriodUsage_pct": 74.8,
        "rsz0062_at_grt": "no",
    },
    "pwr": {
        "power_leakage_nw": 0.800,
        "power_density_mw_per_mm2": 129,
        "peakVddDrop_mv": 0.0652,
    },
    "floorplan": {
        "rows": 32,
        "core_mm2": 0.00773,
        "fp_util_pct": 25.2,
        "chip_area_mm2": 0.0119,
        "ios": 38,
        "die_w_um": 109,
        "die_y_um": 109,
    },
    "clocking": {
        "clock.latency.late_pin_ns": 0.23,
        "cts_setup_buffers": 0,
        "htree_levels": 1,
        "post_cts_resized": 0,
        "cts_tree": "yes",
        "cts-buffers-inserted": 3,
        "clockRootBuffer": "clkbuf_8",
        "cts_hold_buffers": 0,
        "clkTransAtPathRegs_ns": 0.05,
        "cts_sinks": 11,
        "clk_path_buf_depth": 2,
    },
    "global_route": {
        "antenna_found_initial": 0,
        "grt_overflow": 0,
        "grt_pass1_vias": 1765,
        "track_usage_pct": 8.00,
        "grt_pass1_wl_mm": 8.21,
        "grt_max_degree": 22,
    },
    "run": {
        "maxCapViolations": 0,
        "warnings": 41,
    },
    "final_layout": {
        "drive_above_1_share_pct": 11.4,
        "regArea_um2": 220,
        "final_area_mm2": 0.00225,
        "stdcell_count": 373,
        "logic_area_mm2": 0.00154,
        "area_growth_syn_to_layout_pct": 15.8,
        "nFillCells": 826,
        "final_core_util_pct": 29.1,
    },
    "hold_path": {
        "hold_path.class": "reg2reg",
    },
}
## sequential cells by signal, summed over array words and instances, names as in the netlist
signal	cells
score	7
output_lives	4
## placed cells by master, fill, tap and decap left out, types with 2 or more instances in the layout
| master | instances |
|---|---|
| nand4b_1 | 2 |
| ha_1 | 9 |
| a22oi_1 | 2 |
| a31oi_1 | 10 |
| o211ai_1 | 2 |
| o21ai_1 | 5 |
| o31ai_1 | 5 |
| and3_1 | 7 |
| a21oi_1 | 10 |
| inv_1 | 10 |
| dfxtp_1 | 11 |
| a21oi_2 | 4 |
| a211oi_1 | 2 |
| mux2i_1 | 6 |
| o21ai_0 | 15 |
| nand3b_1 | 3 |
| a32o_1 | 2 |
| nand3_1 | 12 |
| nor2_1 | 19 |
| clkdlybuf4s50_1 | 26 |
| xnor2_1 | 11 |
| nand2b_1 | 4 |
| nor3_1 | 7 |
| nand2_1 | 29 |
| clkbuf_8 | 3 |
| buf_4 | 2 |
| nand4_1 | 4 |
## synth_stat cells (all sizes together) (2+ instances only)
library cell	number
a211o	2
a211oi	4
a21o	2
a21oi	14
a22oi	2
a31o	2
a31oi	10
a32o	2
a32oi	2
a41oi	2
and3	8
buf	13
clkbuf	3
dfxtp	11
ha	9
inv	10
mux2i	6
nand2	30
nand2b	4
nand3	13
nand3b	3
nand4	5
nand4b	2
nor2	19
nor3	9
nor4	2
o211ai	2
o21ai	20
o221ai	2
o311ai	2
o31ai	6
or2	2
or3	2
xnor2	12
## worst register-to-register path, delay by kind of cell, from the launching register on
family | cells | cell delay [ns]
AND-OR/OR-AND | 5 | 1.38
flip-flops | 1 | 0.53
AND/OR/NAND/NOR | 3 | 0.57
## where the power goes
group | switching, mW | leakage, nW | internal (mW)
combinational | 0.0892 | 0.688 | 0.0691
sequential | 0.00525 | 0.0888 | 0.0652
clock | 0.0215 | 0.0228 | 0.0398
## per-layer routing
metal / global-route usage, % / part of all wire [%] / up-vias / wire length, um
li1: - / - / 1001 / -
met1: 11.3 / 48 / 927 / 2290
met2: 13.1 / 44 / 45 / 2100
met3: 1.43 / 7.1 / 2 / 336
met4: 0.377 / 0.32 / 0 / 15
met5: 0 / 0 / - / 0
## area by class of cell
type                       instances  share of cell area (%)
multi-input combinational        217                    68.5
inverter                          11                    1.83
tap                              102                    5.67
sequential                        11                    9.78
timing repair buffer              28                    12.2
clock buffer                       4                    2.00
## cell families after synthesis
| group | count (synthesis) |
|---|---|
| AOI/OAI and AO/OA | 85 |
| xor gates and xnor gates | 13 |
| adders and majority gates | 9 |
| buffers and inverters | 28 |
| DFF | 11 |
| muxes | 6 |
| and+or+nand+nor | 104 |
## metrics by stage
stage                     hold WS, ns  power (mW)  setup WS [ns]
after global routing            0.543       0.319           1.44
after detailed placement        0.500       0.231           1.50
final                           0.508       0.290           1.77
after floorplan                 0.454       0.195           2.93
after CTS                       0.507       0.294           1.73
after global placement          0.491       0.229           1.53
## worst paths after layout
path                                                    from                            to  cells after the start
worst max-delay path                                    x[0]         score[0]$_SDFFE_PN0P_                     15
worst max register to register         score[3]$_SDFFE_PN0P_         score[6]$_SDFFE_PN0P_                      8
worst min-delay path            output_lives[2]$_SDFFE_PN0P_  output_lives[2]$_SDFFE_PN0P_                      2
worst min register to register  output_lives[2]$_SDFFE_PN0P_  output_lives[2]$_SDFFE_PN0P_                      2
Power is estimated from default activity; no workload was simulated.
